===== config.mk =====
export PLATFORM = sky130hd
export DESIGN_NAME = mojo_top
export DESIGN_NICKNAME = mojo_top
export VERILOG_FILES = /design/flow/design.v
export SDC_FILE = /design/flow/constraint.sdc
export NUM_CORES = 4
export LEC_CHECK = 1
export CORE_UTILIZATION = 30

===== constraint.sdc =====
current_design mojo_top

set clk_period 4.6
set clk_io_pct 0.2

create_clock -name clk0 -period $clk_period [get_ports {clk}]

set non_clock_inputs [all_inputs -no_clocks]
set_input_delay [expr $clk_period * $clk_io_pct] -clock clk0 $non_clock_inputs
set_output_delay [expr $clk_period * $clk_io_pct] -clock clk0 [all_outputs]

===== design.v =====
module clk_divider(
    input wire reset,
    input wire clk_in,
    output reg clk_out
    );
	parameter DIVIDER = 500;
	reg [15:0] count = 0;
	always @(posedge clk_in) begin
		if (reset == 1) begin
			clk_out = 0;
			count = 0;
		end	 
		else begin
			if (count == ((DIVIDER/2)-1)) begin
				clk_out = ~clk_out;
				count = 0;
			end else begin
				count = count + 1'b1;
			end  
		end   
	end   
endmodule
`default_nettype none
module i2c_master(
		input wire clk,
		input wire reset,
		input wire start,
		input wire [7:0] nbytes_in,
		input wire [6:0] addr_in,
		input wire rw_in,
		input wire [7:0] write_data,
		output reg [7:0] read_data,
		output reg tx_data_req, 
		output reg rx_data_ready, 
		inout wire sda_w,
		output wire scl
	);
	localparam STATE_IDLE = 0;
	localparam STATE_START = 1;
	localparam STATE_ADDR = 2;
	localparam STATE_RW = 3;
	localparam STATE_ACK = 4;
	localparam STATE_READ_ACK = 5;
	localparam STATE_TX_DATA = 6;
	localparam STATE_RX_DATA = 7;
	localparam STATE_STOP = 8;
	localparam READ = 1;
	localparam WRITE = 0;
	localparam ACK = 0;
	reg [5:0] state;
	reg [7:0] bit_count;	 
	reg [6:0] addr;
	reg [7:0] data;
	reg [7:0] nbytes;
	reg rw;
	reg scl_en = 0;
	reg sda;
	assign sda_w = ((sda)==0) ? 1'b0 : 1'bz;
	assign scl = (scl_en == 0) ? 1'b1 : ~clk;
	always @(negedge clk) begin
		if (reset == 1) begin
			scl_en <= 0;
		end else begin
			if ((state == STATE_IDLE) || (state == STATE_START) || (state == STATE_STOP)) begin
				scl_en <= 0;
			end
			else begin
				scl_en <= 1;
			end
			if (state == STATE_ACK) begin
				if (0) begin
					state <= STATE_IDLE;
				end
			end
		end
	end
	always @(posedge clk) begin
		if (reset == 1) begin
			state <= STATE_IDLE;
			sda <= 1;
			bit_count <= 8'd0;
			addr <= 0;
			data <= 0;
			nbytes <= 0;
			rw <= 0;
			tx_data_req <= 0;
			rx_data_ready <= 0;
		end	 
		else begin
			case(state)
				STATE_IDLE: begin	 
					sda <= 1;
					if (start) begin
						state <= STATE_START;
					end  
				end
				STATE_START: begin  
					state <= STATE_ADDR;
					sda <= 0;	 
					addr <= addr_in;
					nbytes <= nbytes_in;
					rw <= rw_in;
					if (rw_in == WRITE) begin
						tx_data_req <= 1;   
					end
					bit_count <= 6;	 
				end	 
				STATE_ADDR: begin  
					sda <= addr[bit_count];
					if (bit_count == 0) begin
						state <= STATE_RW;
					end
					else begin
						bit_count <= bit_count - 1'b1;
					end
				end	 
				STATE_RW: begin  
					sda <= rw;
					state <= STATE_ACK;
				end	 
				STATE_ACK: begin
					sda <= 1;
					tx_data_req <= 0;  
					if (nbytes == 0) begin
						if (start == 1) begin
							sda <= 1;
							state <= STATE_START;
						end else begin
							sda <= 1;  
							state <= STATE_STOP;
						end	 
					end else begin
						if (rw == WRITE) begin
							data <= write_data;   
							bit_count <= 7;   
							state <= STATE_TX_DATA;
						end else begin
							bit_count <= 7;	 
							state <= STATE_RX_DATA;
						end  
					end  
				end  
				STATE_TX_DATA: begin
					sda <= data[bit_count];
					if (nbytes > 0) begin
						tx_data_req <= 1;   
					end
					if (bit_count == 0) begin
						state <= STATE_ACK;
						nbytes <= nbytes - 1'b1;
					end
					else begin
						bit_count <= bit_count - 1'b1;
					end
				end	 
				STATE_RX_DATA: begin
					data[bit_count] <= sda_w;
					if (bit_count == 0) begin
						state <= STATE_ACK;
						read_data[7:1] <= data[7:1];
						read_data[0] <= sda_w;
						rx_data_ready <= 1;
						nbytes <= nbytes - 1'b1;
					end
					else begin
						bit_count <= bit_count - 1'b1;
						rx_data_ready <= 0;
					end
				end	 
				STATE_STOP: begin
					sda <= 1;
					state <= STATE_IDLE;
				end	 
			endcase
		end	 
	end	 
endmodule
module read_eeprom(
	input wire clk,
	input wire reset,
	input wire [6:0] slave_addr_w,
	input wire [15:0] mem_addr_w,
	input wire [7:0] read_nbytes_w,
	input wire start,
	output reg [7:0] data_out,
	output reg byte_ready,
	output reg [6:0] i2c_slave_addr,
	output reg i2c_rw,
	output reg [7:0] i2c_write_data,
	output reg [7:0] i2c_nbytes,
	input wire [7:0] i2c_read_data,
	input wire i2c_tx_data_req,
	input wire i2c_rx_data_ready,
	output reg i2c_start,
	output reg busy
	);
	localparam STATE_IDLE = 0;
	localparam STATE_START = 1;
	localparam STATE_WRITE_ADDR = 2;
	localparam STATE_REP_START = 3;
	localparam STATE_READ_DATA = 4;
	localparam READ = 1;
	localparam WRITE = 0;
	reg [3:0] state;
	reg [6:0] slave_addr;
	reg [15:0] mem_addr;
	reg [7:0] read_nbytes; 
	reg waiting_for_tx;
	reg read_prev_data;
	reg [7:0] byte_count;
	always @(posedge clk) begin
		if (reset == 1) begin
			i2c_slave_addr <= 0;
			i2c_rw <= 0;
			i2c_write_data <= 0;
			i2c_start <= 0;
			i2c_nbytes <= 0;
			data_out <= 0;
			byte_ready <= 0;
			mem_addr <= 0;
			slave_addr <= 0;
			read_nbytes <= 0;
			byte_count <= 0;
			waiting_for_tx <= 0;
			busy <= 0;
			state <= STATE_IDLE;
		end else begin
			case(state)
				STATE_IDLE: begin	 
					busy <= 0;	
					if (start) begin
						state <= STATE_START;
						slave_addr <= slave_addr_w;
						mem_addr <= mem_addr_w;
						read_nbytes <= read_nbytes_w;
					end
				end  
				STATE_START: begin 
					state <= STATE_WRITE_ADDR;
					i2c_slave_addr <= slave_addr;
					i2c_rw <= WRITE;
					i2c_nbytes <= 2;   
					byte_count <= 2;
					waiting_for_tx <= 0;
					i2c_start <= 1;
					busy <= 1;
				end  
				STATE_WRITE_ADDR: begin
					if (waiting_for_tx == 0) begin
						if (i2c_tx_data_req == 1) begin
							waiting_for_tx <= 1;
							case (byte_count)
								2: begin
									i2c_write_data <= mem_addr[15:8];
									byte_count <= byte_count - 1'b1;
								end  
								1: begin
									i2c_write_data <= mem_addr[7:0];
									byte_count <= byte_count - 1'b1;
									state <= STATE_REP_START;
								end  
							endcase
						end 
					end else begin
						if (i2c_tx_data_req == 0) begin
							waiting_for_tx <= 0;
						end  
					end  
				end  
				STATE_REP_START: begin
					state <= STATE_READ_DATA;
					i2c_start <= 1;
					i2c_rw <= READ;
					i2c_nbytes <= read_nbytes;
					read_prev_data <= 0;
					byte_count <= 0;
				end  
				STATE_READ_DATA: begin
					if (read_prev_data == 0) begin
						if (i2c_rx_data_ready) begin
							data_out <= i2c_read_data;
							byte_ready <= 1;
							if (byte_count < (read_nbytes-1)) begin
								byte_count <= byte_count + 1'b1;
								read_prev_data <= 1;
							end else begin
								i2c_start <= 0;
								state <= STATE_IDLE;
							end  
						end  
					end else begin
						if (i2c_rx_data_ready == 0) begin
							read_prev_data <= 0;
							byte_ready <= 0;
						end  
					end  
				end  
			endcase
		end
	end
endmodule
module mojo_top(
    input wire clk,
    input wire rst_n,
    input wire cclk,
    output wire [7:0]led,
    output wire spi_miso,
    input wire spi_ss,
    input wire spi_mosi,
    input wire spi_sck,
    output wire [3:0] spi_channel,
    input wire avr_tx,  
    output wire avr_rx,  
    input wire avr_rx_busy,  
	 output wire i2c_scl,
	 inout wire i2c_sda,
	 output wire i2c_clk_in
    );
wire reset = ~rst_n;  
assign spi_miso = 1'bz;
assign avr_rx = 1'bz;
assign spi_channel = 4'bzzzz;
assign led[5:0] = led_buffer;
assign led[7] = tick_1s;
assign led[6] = i2c_clk_in;
wire tick_1s;
timer #(.CTR_LEN(16)) second_timer (
    .clk(clk), 
    .reset(reset), 
    .tick(tick_1s)
    );
clk_divider #(.DIVIDER(500)) i2c_clk_divider (
    .reset(reset), 
    .clk_in(clk), 
    .clk_out(i2c_clk_in)
    );
wire i2c_start;
reg i2c_reset = 1'b1;
wire [7:0] i2c_nbytes;
wire [6:0] i2c_slave_addr;
wire i2c_rw;
wire [7:0] i2c_write_data;
wire [7:0] i2c_read_data;
wire i2c_tx_data_req;
wire i2c_rx_data_ready;
wire ready;
wire busy;
i2c_master i2c (
	.clk(i2c_clk_in), 
	.reset(i2c_reset), 
	.start(i2c_start), 
	.nbytes_in(i2c_nbytes), 
	.addr_in(i2c_slave_addr), 
	.rw_in(i2c_rw), 
	.write_data(i2c_write_data), 
	.read_data(i2c_read_data), 
	.tx_data_req(i2c_tx_data_req), 
	.rx_data_ready(i2c_rx_data_ready), 
	.sda_w(i2c_sda), 
	.scl(i2c_scl)
);
wire [6:0] slave_addr = 7'b1010000;
reg [15:0] mem_addr;
wire [7:0] read_n_bytes = 8'd1;
wire [7:0] read_nbytes = 1;
reg start = 0;
wire [7:0] data_out;
wire byte_ready;
wire eeprom_busy;
read_eeprom instance_name (
	.clk(clk), 
	.reset(reset), 
	.slave_addr_w(slave_addr), 
	.mem_addr_w(mem_addr), 
	.read_nbytes_w(read_nbytes), 
	.start(start), 
	.data_out(data_out), 
	.byte_ready(byte_ready), 
	.i2c_slave_addr(i2c_slave_addr), 
	.i2c_rw(i2c_rw), 
	.i2c_write_data(i2c_write_data), 
	.i2c_nbytes(i2c_nbytes), 
	.i2c_read_data(i2c_read_data), 
	.i2c_tx_data_req(i2c_tx_data_req), 
	.i2c_rx_data_ready(i2c_rx_data_ready), 
	.i2c_start(i2c_start),
	.busy(eeprom_busy)
);
reg [5:0] led_buffer;
always @(posedge byte_ready) begin
	led_buffer <= data_out[5:0];
end
reg measured_this_pulse;
always @(posedge clk) begin
	if (reset == 1) begin
		mem_addr <= 16'h0000;
		measured_this_pulse <= 0;
	end else begin
	if ((tick_1s == 1) && (measured_this_pulse == 0)) begin
		measured_this_pulse <= 1;
		mem_addr <= mem_addr + 1'b1;
		if (mem_addr > 8) begin
			mem_addr <= 0;
		end
		start <= 1;
	end  
	if ((start == 1) && (eeprom_busy == 1)) begin
		start <= 0;
	end  
	if (tick_1s == 0) begin
		measured_this_pulse <= 0;
	end  
	end  
end
always @(negedge i2c_clk_in) begin
	if (reset == 1) begin
		i2c_reset <= 1;
	end else begin
		i2c_reset <= 0;
	end
end  
endmodule
`timescale 1ns / 1ps
module timer #(parameter CTR_LEN = 26) (
	input clk,
	input reset,
	output tick
	);
	reg [CTR_LEN-1:0] counter_d, counter_q;
	assign tick = counter_q[CTR_LEN-1];
	always @(counter_q) begin
		counter_d = counter_q + 1'b1;
	end
	always @(posedge clk) begin
		if (reset) begin
			counter_q <= 25'b0;
		end else begin
			counter_q <= counter_d;
		end
	end
endmodule

===== run.sh =====
#!/bin/bash
# OpenROAD 26Q1-2900-gdf79404cd8, Yosys 0.63+post, stock flow scripts
make -C /OpenROAD-flow-scripts/flow DESIGN_CONFIG=/design/flow/config.mk WORK_HOME=/design/flow/orfs finish

==> results.toml <==
# generated from flow reports
[critical_path]
critical_path.startpoint_type = "primary input"
worst_setup_path_end_kind = "flip-flop"
critical_path_cell_list = "clkdlybuf4s50_1 -> inv_2 -> buf_4 -> a311oi_1"
cp_data_arrival_time_ps = 2820
critical_path.max_fanout = 37
cpMaxStageDelayCell = "sky130_fd_sc_hd__clkdlybuf4s50_1"
slowest_delay_ps = 770
crit_required_ps = 4800
timing.setup.critical_path_class = "primary input to flip-flop"

[finish]
nFillCells = 2083
areaGrowthSynthToFinish_pct = 9.29
fin_area_mm2 = 0.00683
final_core_util = 0.336
final_layout_size_suffix_gt1_frac = 0.0508

[yosys]
synth_chip_area_mm2 = 0.00625
yosys_warnings = 9
synthesis.instances = 734
yosys_simple_share = 0.250
synth-cells-yosys = 734
yosysUniqueCellTypes = 65
yosysSeqAreaShare = 0.450
synth.cells.most_frequent = "130 x sky130_fd_sc_hd__dfxtp_1, 109 x sky130_fd_sc_hd__nor2_1, 73 x sky130_fd_sc_hd__nand2_1"
syn_area_mm2 = 0.00625
xor_xnor_area_frac = 0.0533
yosys-dominant-comb-family = "simple AND/OR/NAND/NOR gates"
synthMuxAreaShare = 0.00801
synth_async_reset_ratio = 0
synth_compound_gate_area_share = 0.149
enable_flop_cells = 7
netlist_top_cells_area = "sky130_fd_sc_hd__dfxtp_1 42%, sky130_fd_sc_hd__nor2_1 6.5%, sky130_fd_sc_hd__a21oi_1 5.1%"
netlist.area_leader.share = 0.416
postSynth.topFlopCell = "sky130_fd_sc_hd__dfxtp_1"
synthAdderAreaFrac = 0.0400
postSynthRegisterBits = 137
synth_dominant_cell_count = "sky130_fd_sc_hd__dfxtp_1"
yosys.area.top_type = "sky130_fd_sc_hd__dfxtp_1"
synthesis.area_per_instance_um2 = 8.51

[pwr]
power_per_cell_area_mw_per_mm2 = 241
ir_drop_mv = 0.188
netSwitchingFraction = 0.253
p_leak_nw = 2.40
combinational_power_share = 0.049
clockPowerShare = 0.445
internal_power_mw = 1.23
power.switching_mw = 0.417
p_seq_frac = 0.506

[clock_network]
cts_resized = 0
cts_tree = "done"
clk-insertion-delay-late_ps = 340
cts-buffers-inserted = 9
cts_setup_buffers = 0
cts_root_buf = "sky130_fd_sc_hd__clkbuf_16"
htree_levels = 3
clock_tree.buffer_depth = 2
clk_pin_slew_worst_paths_ps = 70
postCtsHoldBufs = 0

[placed_design]
gpl.final_weighted_congestion = 0.864
detailed_place.area_mm2 = 0.00653
detailedPlacementHpwl_mm = 8.19
io_buffer_count = 10

[routing]
drt-total-wl_mm = 11.7
post_drt_via_cell_ratio = 4.78
vias = 4775
drt_pre_antenna_iters = 4
drt.antenna.violating_nets = 0
n_antenna_cell = 0
drc = 0
initialDrtViolationCount = 253
detail_route.wl_per_cell_um = 11.7

[final_timing]
grt_setup_unrepaired = "false"
worstMarginPinSlew_ps = 717
max_freq_mhz = 382
final.setup_skew_ps = 8.72
finalSetupViolCount = 0
unclocked_regs = 44
finalCriticalPeriod_ps = 2620
layout_worst_path_cycle_share = 0.569
totalNegativeSetupSlack_ps = 0
timing_hold_violations_final = 0
final-max-slew-violation-count = 0
relSlewSlack = 0.522
unconstrained_endpoints = 54

[hold_path]
holdCritPathClass = "flip-flop to flip-flop"

[grt]
grt_first_pass_wirelength_mm = 20.5
grt_antenna_before_repair = 0
gr-total-overflow = 0
globalRouteMet1Util = 0.180
grt_max_degree = 41
globalRouteMet2Util = 0.180
vias_in_the_first_global_route = 4333
grt-busiest-layer = "met1"
groute.layer.met3.usage = 0.0140
track_usage = 0.115

[status]
outcome = "finished clean"

[die]
die.size.y_um = 146
placement_rows = 52
pin_count = 25
initCoreUtil = 0.308
core_area_mm2 = 0.0203
die-width_um = 146
dieArea_mm2 = 0.0214

[run]
maxCapViolCount = 0
log.warning_count = 37
## state kept, by name (all words and copies together), names as in the netlist, 8 cells and up
| signal | flops |
|---|---|
| i2c.bit_count | 8 |
| i2c.nbytes | 8 |
| i2c.state | 8 |
| i2c_clk_divider.count | 16 |
| instance_name.byte_count | 8 |
| instance_name.mem_addr | 10 |
| mem_addr | 16 |
| second_timer.counter_q | 16 |
## metrics by stage
step	cells	worst slack (ps)	total power, mW	hold slack (ps)
floorplan	741	2550	0.919	413
global placement	982	1600	0.933	427
detailed placement	982	1600	0.933	434
CTS	998	1960	1.68	455
global route	998	1790	1.72	470
finish	998	1980	1.65	451
## worst paths after layout
kind	startpoint	cells after the start	end	slack (ps)
hold / removal	instance_name.data_out[3]	2	instance_name.data_out[3]	450
hold reg to reg	instance_name.data_out[3]	2	instance_name.data_out[3]	450
setup reg to reg	instance_name.slave_addr[4]	7	instance_name.byte_count[0]	2190
setup / recovery	rst_n	4	instance_name.i2c_write_data[3]	1980
## cell usage in the layout, fill, tap and decap left out, types with 8 or more instances in the layout
cell type and count:
sky130_fd_sc_hd__a21oi_1 64, sky130_fd_sc_hd__a31oi_1 9, sky130_fd_sc_hd__and3_1 9, sky130_fd_sc_hd__clkbuf_16 9
sky130_fd_sc_hd__clkdlybuf4s50_1 10, sky130_fd_sc_hd__conb_1 8, sky130_fd_sc_hd__dfxtp_1 130, sky130_fd_sc_hd__ha_1 20
sky130_fd_sc_hd__inv_1 22, sky130_fd_sc_hd__nand2_1 73, sky130_fd_sc_hd__nand3_1 35, sky130_fd_sc_hd__nand4_1 11
sky130_fd_sc_hd__nor2_1 109, sky130_fd_sc_hd__nor3_1 17, sky130_fd_sc_hd__nor4_1 12, sky130_fd_sc_hd__o21ai_0 23
sky130_fd_sc_hd__or3_1 8, sky130_fd_sc_hd__xnor2_1 11, sky130_fd_sc_hd__xor2_1 27
## power groups by stage
stage                 sequential [mW]  clock, mW  combinational (mW)
final                           0.834      0.734              0.0810
after global routing            0.836      0.791              0.0923
after CTS                       0.834      0.760              0.0818
## critical path: cells and delay by family
kind                   cells  cell delay (ps)
AND-OR/OR-AND              1               60
buffers and inverters      3             1820
## cells by family after synthesis
family                   Yosys count
AND-OR/OR-AND                    146
XOR/XNOR                          38
adder cells (fa/ha/maj)           20
buffers and inverters             68
flip-flops                       137
multiplexers                       5
other                              1
AND/OR/NAND/NOR                  319
## metal layers
layer	share of wire	vias up
met4	0.0067	0
met5	0	-
met3	0.029	8
li1	-	2532
met1	0.52	2178
met2	0.45	57
## area by class of cell
class / instances / area, µm² / area share
Inverter: 25 / 93.8 / 0.0137
Clock inverter: 7 / 77.6 / 0.0114
Tap cell: 270 / 338 / 0.0495
Timing Repair Buffer: 14 / 130 / 0.0191
Multi-Input combinational cell: 536 / 3150 / 0.462
Sequential cell: 137 / 2810 / 0.412
Clock buffer: 9 / 225 / 0.0330
No activity file was given, so power comes from the tool's default toggle rates.
